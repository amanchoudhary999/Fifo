$ cat flow/design.v
`timescale 1ns / 1ps
module Fifo_memory #(parameter DATASIZE = 8, parameter ADDRSIZE = 4)
  (output [DATASIZE-1:0] rdata,
   input  [DATASIZE-1:0] wdata,
   input  [ADDRSIZE-1:0] waddr, raddr,
   input  wclken, wfull, wclk);
  localparam DEPTH = 1<<ADDRSIZE;
  reg [DATASIZE-1:0] mem [0:DEPTH-1];
  assign rdata = mem[raddr];
  always @(posedge wclk)
    if (wclken && !wfull)
      mem[waddr] <= wdata;
endmodule
`timescale 1ns / 1ps
module r_ptr #(parameter ADDRSIZE = 4)
  (output reg                rempty,
   output     [ADDRSIZE-1:0] raddr,
   output reg [ADDRSIZE  :0] rptr,
   input      [ADDRSIZE  :0] rq2_wptr,
   input                     rinc, rclk, rrst_n);
  reg  [ADDRSIZE:0] rbin;
  wire [ADDRSIZE:0] rgraynext, rbinnext;
  wire              rempty_val;
  assign rbinnext  = rbin + (rinc & ~rempty);
  assign rgraynext = (rbinnext>>1) ^ rbinnext;
  assign raddr     = rbin[ADDRSIZE-1:0];
  assign rempty_val = (rgraynext == rq2_wptr);
  always @(posedge rclk or negedge rrst_n)
    if (!rrst_n) {rbin, rptr} <= 0;
    else         {rbin, rptr} <= {rbinnext, rgraynext};
  always @(posedge rclk or negedge rrst_n)
    if (!rrst_n) rempty <= 1'b1;
    else         rempty <= rempty_val;
endmodule
`timescale 1ns / 1ps
module sync_r2w #(parameter ADDRSIZE = 4)
  (output reg [ADDRSIZE:0] wq2_rptr,
   input      [ADDRSIZE:0] rptr,
   input                   wclk, wrst_n);
  reg [ADDRSIZE:0] wq1_rptr;
  always @(posedge wclk or negedge wrst_n)
    if (!wrst_n) {wq2_rptr,wq1_rptr} <= 0;
    else         {wq2_rptr,wq1_rptr} <= {wq1_rptr,rptr};
endmodule
`timescale 1ns / 1ps
module sync_w2r #(parameter ADDRSIZE = 4)
  (output reg [ADDRSIZE:0] rq2_wptr,
   input      [ADDRSIZE:0] wptr,
   input                   rclk, rrst_n);
  reg [ADDRSIZE:0] rq1_wptr;
  always @(posedge rclk or negedge rrst_n)
    if (!rrst_n) {rq2_wptr,rq1_wptr} <= 0;
    else         {rq2_wptr,rq1_wptr} <= {rq1_wptr,wptr};
endmodule
`timescale 1ns / 1ps
module top #(parameter DSIZE = 8, parameter ASIZE = 4)
  (output [DSIZE-1:0] rdata,
   output             wfull,
   output             rempty,
   input  [DSIZE-1:0] wdata,
   input              winc, wclk, wrst_n,
   input              rinc, rclk, rrst_n);
  wire   [ASIZE-1:0] waddr, raddr;
  wire   [ASIZE:0]   wptr, rptr, wq2_rptr, rq2_wptr;
  sync_r2w #(ASIZE) sync_r2w (.wq2_rptr(wq2_rptr), .rptr(rptr), .wclk(wclk), .wrst_n(wrst_n));
  sync_w2r #(ASIZE) sync_w2r (.rq2_wptr(rq2_wptr), .wptr(wptr), .rclk(rclk), .rrst_n(rrst_n));
  Fifo_memory #(DSIZE, ASIZE) fifomem (.rdata(rdata), .wdata(wdata), .waddr(waddr), .raddr(raddr), .wclken(winc), .wfull(wfull), .wclk(wclk));
  r_ptr #(ASIZE) rptr_empty (.rempty(rempty), .raddr(raddr), .rptr(rptr), .rq2_wptr(rq2_wptr), .rinc(rinc), .rclk(rclk), .rrst_n(rrst_n));
  w_ptr  #(ASIZE) wptr_full  (.wfull(wfull), .waddr(waddr), .wptr(wptr), .wq2_rptr(wq2_rptr), .winc(winc), .wclk(wclk), .wrst_n(wrst_n));
endmodule
`timescale 1ns / 1ps
module w_ptr #(parameter ADDRSIZE = 4)
  (output reg wfull,
   output [ADDRSIZE-1:0] waddr,
   output reg [ADDRSIZE  :0] wptr,
   input   [ADDRSIZE  :0] wq2_rptr,
   input    winc, wclk, wrst_n);
  reg  [ADDRSIZE:0] wbin;
  wire [ADDRSIZE:0] wgraynext, wbinnext;
  wire              wfull_val;
  assign wbinnext  = wbin + (winc & ~wfull);
  assign wgraynext = (wbinnext>>1) ^ wbinnext;
  assign waddr     = wbin[ADDRSIZE-1:0];
  assign wfull_val = (wgraynext == {~wq2_rptr[ADDRSIZE:ADDRSIZE-1], wq2_rptr[ADDRSIZE-2:0]});
  always @(posedge wclk or negedge wrst_n)
    if (!wrst_n) {wbin, wptr} <= 0;
    else         {wbin, wptr} <= {wbinnext, wgraynext};
  always @(posedge wclk or negedge wrst_n)
    if (!wrst_n) wfull <= 1'b0;
    else         wfull <= wfull_val;
endmodule
$ cat flow/run.sh
#!/bin/bash
# OpenROAD 26Q1-2900-gdf79404cd8, Yosys 0.63+post, stock flow scripts
make -C /OpenROAD-flow-scripts/flow DESIGN_CONFIG=/design/flow/config.mk WORK_HOME=/design/flow/orfs finish
$ cat flow/config.mk
export PLATFORM = sky130hd
export DESIGN_NAME = top
export DESIGN_NICKNAME = top
export VERILOG_FILES = /design/flow/design.v
export SDC_FILE = /design/flow/constraint.sdc
export NUM_CORES = 4
export LEC_CHECK = 1
export CORE_UTILIZATION = 30
$ cat flow/constraint.sdc
current_design top

set clk_period 4.5
set clk_io_pct 0.2

create_clock -name clk0 -period $clk_period [get_ports {rclk}]
create_clock -name clk1 -period $clk_period [get_ports {wclk}]

set non_clock_inputs [all_inputs -no_clocks]
set_input_delay [expr $clk_period * $clk_io_pct] -clock clk0 $non_clock_inputs
set_output_delay [expr $clk_period * $clk_io_pct] -clock clk0 [all_outputs]
==> run notes <==
Physical implementation

In the final layout, the share of cells above drive strength 1 is 0.224. The worst hold path belongs to the class flip-flop to flip-flop. The worst-path cell with the longest stage delay is dfrtp_2.

After the first detailed-routing iteration, the DRC count stood at 260. The netlist area before placement is 0.00636 sq mm. Per the post-synthesis stats, the area per cell is 19.8 sq um. The nature of the critical path endpoint is a primary output.

The die width is 148 um. The power report attributes to the sequential group a share of 0.414. The global placer's final weighted congestion is 0.839. The part of the power in the clock network is 0.303. For this run, the register share of the synthesized area comes to 0.762.

The number of sinks handled by clock tree synthesis is 168. The final routed wirelength across all metal layers is 11.7 mm. The via count of the first global-routing pass is 3393. The switching power of the nets is 1550 uW.

The maximum number of pins on one net before global-route repair is 33. The critical path start-end classification is flip-flop to primary output. The tool warning count is 26. The internal power of the cells is 3700 uW. The sum of buffers and inverters on the critical path is 2.

The number of failing setup endpoints in the final timing report is 0. In the global route stage, overall resource usage came out at 0.123. Global routing finished with a remaining overflow of 0. The first global-routing pass estimated 18.7 mm of wire. The count of hold buffers inserted by post-cts repair is 0.

The placement report lists the number of port buffers as 22. Setup repair after global routing left no endpoint under its margin. The number of ports placed on the die boundary is 24. Of the total power, the share spent switching nets is 0.295. The area of all sequential standard cells is 0.00485 sq mm.

The number of vias in the routed layout is 3016. Setup total negative slack on the finished layout was measured at 0 ps. Once the clock tree was built, the resizer swapped 0 gates to a different size. TritonCTS built the clock tree. On the critical path the largest part of the delay comes from buffers and inverters.

The launch point of the worst min-delay path is recorded as rptr_empty.rptr[1]. The setup clock skew after layout is 6.91 ps. The first detailed-routing pass took 4 iterations.

The total half-perimeter wirelength after legalization and detailed placement is 7.38 mm. The effective utilization at floorplan is 0.310. The yosys stat cell total is 322. The clock transition at the register clock pins on the worst setup and hold paths after CTS is 60 ps. STA lists the maximum fanout along the critical path as 14.

The leakage power is 0.00263 uW. In the final routed layout, each cell accounts on average for 18.1 um. Per the detail_route report, inserted antenna diodes total 0. The share of flip-flops with an asynchronous set or reset is 0.238. The region available for standard cell placement spans 0.0205 sq mm. Counting the fill cells in the layout gives 1839. The portion of total power attributed to combinational logic is 0.283. The floorplan step set the die height to 148 um.

The post-layout utilization of the core is 0.373. The number of antenna violations at the first check in global routing is 0. Across all checked pins, the minimum headroom to the slew limit is 0.340. The power per unit of standard cell area is 688 mW/mm^2.

The run finished with clean final reports. The worst endpoint required time is 3600 ps. The beginning of the worst register-to-register path is rptr_empty.rbin[0]. Yosys mapped a number of flops with a built-in enable equal to 128.

Synthesis handed over a netlist of 322 instances. The detailed-route vias per instance is 4.64. The gate-level netlist out of Yosys references 28 unique cell types. The data arrival time reported for the critical path is 2630 ps. For reference, the critical path cell chain is buf_4 > mux4_2 > a22oi_1 > nand2_1 > clkdlybuf4s50_1. STA classifies the critical path startpoint as a flip-flop. In this run the full chip footprint comes out at 0.0218 sq mm. Relative to the synthesized area, the layout overhead comes to 20.1%. The leading register cell type out of synthesis is edfxtp_1.

In this design, the stage delay of the slowest critical-path cell is 650 ps. The synthesis report lists the Yosys warning total as 5. The count of nets left with antenna violations once routing finished came out at 0. After floorplanning, the core was divided into 52 placement rows.

The area taken by multi-input logic gates is 0.00143 sq mm. The synthesis area per yosys is 0.00636 sq mm. Max-slew check failures listed in the final report amount to 0.

The hold violation count in the final report is 0. The number of maximum-capacitance violations recorded for the run is 0. The most critical setup path has its startpoint at rptr_empty.rbin[0]. The highest supply drop recorded on VDD is 0.341 mV. The detailed-route DRC error count is 0. Looking at the max-slew report, the worst-margin pin has a slew of 986 ps. The number of buffers added for setup after CTS is 0.

The count of state elements after synthesis is 168.
metal layers:
layer | up-vias | share of wire | global-route usage
li1 | 1350 | - | -
met4 | 0 | 0.0089 | 0.0134
met5 | - | 0 | 0
met2 | 130 | 0.47 | 0.189
met3 | 8 | 0.12 | 0.0816
met1 | 1528 | 0.40 | 0.154
through the flow:
step	power (uW)	hold slack, ps	instances	cell area (sq um)	setup WS (ps)
global route	5550	187	650	7640	745
global placement	3680	334	614	6970	1220
CTS	5310	181	650	7640	936
floorplan	3160	331	322	6360	1970
finish	5260	192	650	7640	970
detailed placement	3700	336	614	6970	1210
layout make-up:
cell class | instances | area share
Multi-Input combinational cell | 133 | 0.186
Clock buffer | 21 | 0.0660
Timing Repair Buffer | 37 | 0.0435
Clock inverter | 15 | 0.0226
Inverter | 6 | 0.00295
Tap cell | 270 | 0.0442
Sequential cell | 168 | 0.634
final timing paths:
path                                         to  slack, ps  depth (start not counted)
max in group asynchronous     rptr_empty.rempty       3240                          2
max in group clk1               wptr_full.wfull       1680                          9
min in group asynchronous  sync_r2w.wq1_rptr[1]        820                          2
min reg2reg                sync_r2w.wq1_rptr[1]        190                          0
max                                    rdata[7]        970                          5
min in group clk0          sync_w2r.rq2_wptr[4]        350                          0
min                        sync_r2w.wq1_rptr[1]        190                          0
max reg2reg                   rptr_empty.rempty       1840                          7
power by group through the flow:
stage	Clock (uW)	Combinational, uW	Sequential, uW
6_report	1590	1490	2180
4_1_cts	1620	1510	2180
5_1_grt	1680	1650	2220
sequential cells by signal (all words and copies together), names as in the netlist:
| name | flops |
|---|---|
| fifomem.mem | 128 |
| rptr_empty.rptr | 5 |
| sync_r2w.wq1_rptr | 5 |
| sync_r2w.wq2_rptr | 5 |
| sync_w2r.rq1_wptr | 5 |
| sync_w2r.rq2_wptr | 5 |
| wptr_full.wptr | 5 |
| rptr_empty.rbin | 4 |
| wptr_full.wbin | 4 |
| rptr_empty.rempty | 1 |
| wptr_full.wfull | 1 |
cells in the final DEF (no fill, tap or decap), types with 2 or more instances in the layout:
cell,count
or3_1,5
a22oi_1,16
dfrtp_1,38
mux4_2,32
nor3_1,4
nand2_1,13
xor2_1,13
inv_1,6
inv_8,3
ha_1,4
inv_6,6
nor2_1,15
buf_4,15
xnor2_1,9
edfxtp_1,128
clkbuf_16,20
nand3_1,8
clkinvlp_4,3
bufinv_16,2
nor2b_1,2
clkdlybuf4s50_1,22
nand2b_1,3
cells by family (layout without fill, tap and decap cells):
| logic type | count (synthesis) | after routing | synth area share |
|---|---|---|---|
| multiplexers | 32 | 32 | 0.113 |
| flip-flops | 168 | 168 | 0.762 |
| AND/OR/NAND/NOR | 53 | 53 | 0.0389 |
| AND-OR/OR-AND | 19 | 19 | 0.0238 |
| buffers and inverters | 21 | 79 | 0.0142 |
| XOR/XNOR | 25 | 25 | 0.0401 |
| adder cells (fa/ha/maj) | 4 | 4 | 0.00787 |
synthesized netlist by cell type (2+ instances only):
master,instances,share of area
nand2b_1,3,0.0030
buf_2,9,0.0071
inv_1,6,0.0035
xor2_1,13,0.018
edfxtp_1,128,0.60
a22oi_1,16,0.019
ha_1,4,0.0079
nor3_1,4,0.0031
xnor2_1,9,0.012
or3_1,5,0.0049
nor2b_1,2,0.0020
mux4_2,32,0.11
nand3_1,8,0.0063
clkbuf_1,5,0.0030
nand2_1,13,0.0077
nor2_1,15,0.0089
dfrtp_1,39,0.15
Power figures rest on the tool's default switching activity, not on a simulated workload.
